File: flow/config.mk
export PLATFORM = sky130hd
export DESIGN_NAME = cipher_core
export DESIGN_NICKNAME = cipher_core
export VERILOG_FILES = /design/flow/design.v
export SDC_FILE = /design/flow/constraint.sdc
export NUM_CORES = 4
export LEC_CHECK = 1
export CORE_AREA = 10 10 87 87
export DIE_AREA = 0 0 97 97
File: flow/constraint.sdc
current_design cipher_core

set clk_period 7.1
set clk_io_pct 0.2

create_clock -name clk0 -period $clk_period [get_ports {clk}]

set non_clock_inputs [all_inputs -no_clocks]
set_input_delay [expr $clk_period * $clk_io_pct] -clock clk0 $non_clock_inputs
set_output_delay [expr $clk_period * $clk_io_pct] -clock clk0 [all_outputs]
File: flow/run.sh
#!/bin/bash
# OpenROAD 26Q1-2900-gdf79404cd8, Yosys 0.63+post, stock flow scripts
make -C /OpenROAD-flow-scripts/flow DESIGN_CONFIG=/design/flow/config.mk WORK_HOME=/design/flow/orfs finish
File: flow/design.v
module case_norm (
    input  [7:0] in_ch,
    output reg [7:0] up_ch,
    output reg       was_lower
);
  always @(*) begin
    if (in_ch >= "a" && in_ch <= "z") begin
      up_ch = in_ch - 8'd32;
      was_lower = 1'b1;
    end else begin
      up_ch = in_ch;
      was_lower = 1'b0;
    end
  end
endmodule
module case_restore (
    input  [7:0] in_ch,
    input        to_lower,
    output reg [7:0] out_ch
);
  always @(*) begin
    if (to_lower && (in_ch >= "A" && in_ch <= "Z")) begin
      out_ch = in_ch + 8'd32;
    end else begin
      out_ch = in_ch;
    end
  end
endmodule
module cipher_core (
    input        clk,
    input        rst_n,
    input        start,
    input  [7:0] seed_in,
    input  [7:0] ch_in,
    output [7:0] ch_out,
    output       valid_out,
    output       in_table
);
  wire [7:0] up_ch;
  wire was_lower;
  case_norm u_norm(
    .in_ch(ch_in),
    .up_ch(up_ch),
    .was_lower(was_lower)
  );
  wire [7:0] lfsr_state;
  lfsr8 u_lfsr(
    .clk(clk),
    .rst_n(rst_n),
    .load_seed(start),
    .seed(seed_in),
    .state(lfsr_state)
  );
  wire [4:0] P;
  wire found_p;
  wire [4:0] idx_in_tbl;
  wire [7:0] ch_out_tbl;
  assign idx_in_tbl = (found_p) ? (P ^ lfsr_state[4:0]) : 5'd0;
  table32 u_tbl(
    .ch_in(up_ch),
    .idx_out(P),
    .found(found_p),
    .idx_in(idx_in_tbl),
    .ch_out(ch_out_tbl)
  );
  wire [7:0] restored;
  case_restore u_restore(
    .in_ch(ch_out_tbl),
    .to_lower(was_lower),
    .out_ch(restored)
  );
  assign ch_out    = restored;
  assign valid_out = found_p;
  assign in_table  = found_p;
endmodule
module lfsr8 (
    input        clk,
    input        rst_n,
    input        load_seed,
    input  [7:0] seed,
    output reg [7:0] state
);
  wire fb;
  assign fb = state[7] ^ state[5] ^ state[4] ^ state[3];
  always @(posedge clk or negedge rst_n) begin
    if (!rst_n) begin
      state <= 8'h01;
    end else if (load_seed) begin
      state <= (seed == 8'h00) ? 8'h01 : seed;
    end else begin
      state <= {state[6:0], fb};
    end
  end
endmodule
module table32 (
    input  [7:0] ch_in,      
    output reg [4:0] idx_out, 
    output reg       found,   
    input  [4:0] idx_in,     
    output reg [7:0] ch_out   
);
  always @(*) begin
    case (idx_in)
      5'd0:  ch_out = "P";
      5'd1:  ch_out = "A";
      5'd2:  ch_out = "U";
      5'd3:  ch_out = "L";
      5'd4:  ch_out = "B";
      5'd5:  ch_out = "C";
      5'd6:  ch_out = "D";
      5'd7:  ch_out = "E";
      5'd8:  ch_out = "F";
      5'd9:  ch_out = "G";
      5'd10: ch_out = "H";
      5'd11: ch_out = "I";
      5'd12: ch_out = "J";
      5'd13: ch_out = "K";
      5'd14: ch_out = "M";
      5'd15: ch_out = "N";
      5'd16: ch_out = "O";
      5'd17: ch_out = "Q";
      5'd18: ch_out = "R";
      5'd19: ch_out = "S";
      5'd20: ch_out = "T";
      5'd21: ch_out = "V";
      5'd22: ch_out = "W";
      5'd23: ch_out = "X";
      5'd24: ch_out = "Y";
      5'd25: ch_out = "Z";
      5'd26: ch_out = "#";
      5'd27: ch_out = "&";
      5'd28: ch_out = "0";
      5'd29: ch_out = "1";
      5'd30: ch_out = "2";
      5'd31: ch_out = "3";
      default: ch_out = "?";
    endcase
  end
  always @(*) begin
    found = 1'b1;
    case (ch_in)
      "P": begin idx_out = 5'd0;  end
      "A": begin idx_out = 5'd1;  end
      "U": begin idx_out = 5'd2;  end
      "L": begin idx_out = 5'd3;  end
      "B": begin idx_out = 5'd4;  end
      "C": begin idx_out = 5'd5;  end
      "D": begin idx_out = 5'd6;  end
      "E": begin idx_out = 5'd7;  end
      "F": begin idx_out = 5'd8;  end
      "G": begin idx_out = 5'd9;  end
      "H": begin idx_out = 5'd10; end
      "I": begin idx_out = 5'd11; end
      "J": begin idx_out = 5'd12; end
      "K": begin idx_out = 5'd13; end
      "M": begin idx_out = 5'd14; end
      "N": begin idx_out = 5'd15; end
      "O": begin idx_out = 5'd16; end
      "Q": begin idx_out = 5'd17; end
      "R": begin idx_out = 5'd18; end
      "S": begin idx_out = 5'd19; end
      "T": begin idx_out = 5'd20; end
      "V": begin idx_out = 5'd21; end
      "W": begin idx_out = 5'd22; end
      "X": begin idx_out = 5'd23; end
      "Y": begin idx_out = 5'd24; end
      "Z": begin idx_out = 5'd25; end
      "#": begin idx_out = 5'd26; end
      "&": begin idx_out = 5'd27; end
      "0": begin idx_out = 5'd28; end
      "1": begin idx_out = 5'd29; end
      "2": begin idx_out = 5'd30; end
      "3": begin idx_out = 5'd31; end
      default: begin
        found = 1'b0;
        idx_out = 5'd0;
      end
    endcase
  end
endmodule
==> flow_metrics.py <==
# Physical implementation metrics
metrics = {
    "outcome": {
        "outcome": "completed",
    },
    "clock_network": {
        "cts.path.max_buffers": 2,
        "clk_latency_ns": 0.22,
        "clock_tree.htree_level_count": 1,
        "postCtsHoldBufs": 0,
        "cts.reportedPaths.clkPinSlew_ns": 0.04,
        "number_of_buffers_inserted_during_clock_tree_synthesis": 3,
        "root_buffer": "sky130_fd_sc_hd__clkbuf_8",
        "cts_tree": "built",
        "cts_sinks": 8,
    },
    "finish": {
        "n_fill_cell": 531,
        "utilization_pct": 44.4,
        "drive_gt1_share_pct": 33.2,
        "layout_top_registers": "u_lfsr.state: 8 flops",
        "largest_register_ffs": 8,
        "synthToLayoutAreaGrowth_pct": 40.4,
        "regMostFlops": "u_lfsr.state",
    },
    "drt": {
        "route.antenna.remaining_nets": 0,
        "avgRoutedWirePerCell_um": 13.1,
        "totalWireLength_um": 4430,
        "met2_length_um": 1910,
        "detailroute.via_count": 1705,
        "met1_length_um": 2350,
        "drc_errors": 0,
        "drt_first_iter_violations": 89,
        "firstDrtPassIters": 4,
        "post_drt_via_cell_ratio": 5.06,
        "antennaDiodeCount": 0,
        "routed-wl-met3_um": 171,
        "uppermost_routed_layer": "met3",
    },
    "global_routing": {
        "global_route_wire_length_before_repair_um": 7670,
        "grt_antenna_before_repair": 0,
        "grt_max_degree": 20,
        "global_route.usage.total_pct": 8.99,
        "grt_remaining_overflow": 0,
        "grt_pass1_vias": 1673,
    },
    "timing": {
        "finalWorstPathRequiredPeriod_ns": 6.89,
        "setup_viol_count_final": 0,
        "report.final.slew_viol_count": 0,
        "max_freq_mhz": 145,
        "finalHoldViolCount": 0,
        "slew-limit-headroom_pct": 68.5,
        "fin_crit_sh_pct": 97.0,
        "final.setup_skew_ns": 0.00445,
        "fin_tns_setup_ns": 0,
        "hold-worst-slack_ns": 0.472,
        "grt_setup_unrepaired": "no",
        "worst_pin_slew_ns": 0.467,
    },
    "yosys": {
        "flip_flop_cell_with_the_highest_count_after_synthesis": "sky130_fd_sc_hd__dfrtp_1",
        "synth.top_cells.by_count": "sky130_fd_sc_hd__ha_1 (24), sky130_fd_sc_hd__nor2_1 (14), sky130_fd_sc_hd__nand2_1 (13)",
        "syn_inst": 206,
        "netlist_area_mm2": 0.00178,
        "synth.most_common_cell": "sky130_fd_sc_hd__ha_1",
        "post_synth.cell_area_avg_um2": 8.66,
        "ys.flops": 8,
        "synth_warnings": 4,
        "share_of_the_yosys_chip_area_belonging_to_registers_pct": 11.3,
        "post_synth_main_area_contributors": "sky130_fd_sc_hd__ha_1 (17%), sky130_fd_sc_hd__dfrtp_1 (9.8%), sky130_fd_sc_hd__mux2i_1 (5.0%), sky130_fd_sc_hd__mux2_2 (5.0%), sky130_fd_sc_hd__o21ai_0 (3.1%)",
        "yosysChipArea_mm2": 0.00178,
        "synth.largest_area_cell": "sky130_fd_sc_hd__ha_1",
        "synth-edff-count": 0,
        "ys_async_sr_fraction_pct": 100,
        "yosysCellCount": 206,
        "netlist.area_leader.share_pct": 16.8,
        "post_synth_num_cell_types": 68,
    },
    "die": {
        "die-area_mm2": 0.00941,
        "coreArea_mm2": 0.00564,
        "placement_row_count": 27,
        "die_w_um": 97,
        "fp_util_pct": 31.6,
        "die_height_um": 97,
        "boundaryPins": 29,
    },
    "setup_path": {
        "cp.arrival_ns": 5.47,
        "cp_cell_sequence": "clkdlybuf4s50_1 > or4b_4 > nor2_4 > o41ai_2 > o31a_1 > or2_1 > buf_6 > clkinv_8 > and2_4 > inv_1 > buf_4 > ha_1 > nand2_1 > o211ai_1 > a32oi_1 > o21ai_1 > buf_4 > nor4_4 > a22oi_2 > a21oi_1 > clkdlybuf4s50_1",
        "cp-start-kind": "primary input",
        "timing.critical_path.to_type": "primary output",
        "critPathMaxFanout": 3,
        "cp_slowest_cell": "sky130_fd_sc_hd__or4b_4",
        "critical-path-top-delay-family": "buffers and inverters",
        "worstPathBufferInverterCount": 7,
        "critPathMaxStageDelay_ns": 0.57,
        "path_type_of_the_worst_setup_path": "primary input to primary output",
        "required_ns": 5.68,
    },
    "pwr": {
        "power.total_mw": 0.287,
        "power.net_switching_mw": 0.106,
        "power.ir.vdd_worst_mv": 0.0936,
        "power.density_cell_area_mw_per_mm2": 114,
        "power.static_leakage_nw": 1.09,
        "combPwrFrac_pct": 60.2,
        "internal_power_mw": 0.181,
        "power.switching_fraction_pct": 37.0,
        "p_clk_share_pct": 19.2,
        "power.share.sequential_pct": 20.5,
    },
    "hold_path": {
        "min_path_type": "register to register",
    },
    "placement": {
        "routabilityCongestion": 0.921,
        "dp_hpwl_um": 3550,
        "place.port_buffers": 28,
    },
    "flow_run": {
        "count_of_max_cap_constraint_violations": 0,
        "warnings": 40,
    },
}
what timing repair did:
| item | in CTS | in global routing |
|---|---|---|
| cloned | 0 | 0 |
| buffers inserted | 3 | 1 |
| endpoints found under the setup margin | 3 | 3 |
| gates resized | 15 | 10 |
| pin swaps | 9 | 7 |
layout make-up:
type	count	area, um^2	area share [%]
multi-input combinational	173	1530	61.2
timing repair buffer	66	569	22.7
sequential	8	201	8.04
tap	72	90.1	3.60
inverter	14	65.1	2.60
clock buffer	4	45.0	1.80
power groups by stage:
stage                 Combinational [mW]  Sequential (mW)  Clock [mW]
after CTS                          0.168           0.0587      0.0575
after global routing               0.189           0.0598      0.0588
final                              0.173           0.0589      0.0552
logic make-up (layout without fill, tap and decap cells):
family          Yosys count  after routing  share of synthesized area, %
mux                      17             17                          10.1
flops                     8              8                          11.3
fa+ha+maj                25             25                          17.5
buf+inv                  25             84                          7.36
compound gates           58             58                          26.9
simple gates             63             63                          20.1
xor+xnor                 10             10                          6.80
routing by layer:
layer / GRT usage (%) / vias up
li1: - / 885
met1: 13.3 / 788
met3: 1.29 / 0
met4: 0.338 / 0
met2: 14.1 / 32
met5: 0 / -
metrics by stage:
stage / instance area, um^2 / std cells / setup slack [ns]
after floorplan: 1780 / 206 / 0.747
after global placement: 2340 / 329 / -0.0226
after detailed placement: 2340 / 329 / -0.0619
after CTS: 2450 / 336 / 0.0488
after global routing: 2500 / 337 / 0.00604
final: 2500 / 337 / 0.214
layout by cell type (no fill, tap or decap), types with 3 or more instances in the layout:
master                             n
sky130_fd_sc_hd__o211ai_1          4
sky130_fd_sc_hd__nor2b_1           5
sky130_fd_sc_hd__o21ai_2           3
sky130_fd_sc_hd__nand2b_1          5
sky130_fd_sc_hd__mux2_2            8
sky130_fd_sc_hd__xnor2_1           5
sky130_fd_sc_hd__a21oi_1           5
sky130_fd_sc_hd__o21ai_0           8
sky130_fd_sc_hd__clkdlybuf4s50_1  25
sky130_fd_sc_hd__buf_4            37
sky130_fd_sc_hd__clkbuf_8          3
sky130_fd_sc_hd__nand2_1          12
sky130_fd_sc_hd__nor3_1            3
sky130_fd_sc_hd__inv_1             8
sky130_fd_sc_hd__a21o_1            3
sky130_fd_sc_hd__dfrtp_1           7
sky130_fd_sc_hd__o211a_1           3
sky130_fd_sc_hd__nor3b_1           4
sky130_fd_sc_hd__o21ai_1           3
sky130_fd_sc_hd__nor2_1           13
sky130_fd_sc_hd__nand3_1           3
sky130_fd_sc_hd__inv_2             5
sky130_fd_sc_hd__mux2i_1           8
sky130_fd_sc_hd__ha_1             22
worst register-to-register path, delay by kind of cell, from the launching register on:
kind / cells / cell delay, ns
flops: 1 / 0.50
compound gates: 1 / 0.10
xor+xnor: 2 / 0.40
final timing paths:
| kind | to | from | depth (start not counted) | slack (ns) |
|---|---|---|---|---|
| worst max-delay path | ch_out[6] | ch_in[2] | 21 | 0.21 |
| worst min-delay path | u_lfsr.state[7]$_DFF_PN0_ | u_lfsr.state[6]$_DFF_PN0_ | 1 | 0.47 |
| worst max register to register | u_lfsr.state[0]$_DFF_PN1_ | u_lfsr.state[3]$_DFF_PN0_ | 3 | 6.02 |
| worst min register to register | u_lfsr.state[7]$_DFF_PN0_ | u_lfsr.state[6]$_DFF_PN0_ | 1 | 0.47 |
| max in group asynchronous | u_lfsr.state[0]$_DFF_PN1_ | rst_n | 1 | 5.33 |
| min in group asynchronous | u_lfsr.state[4]$_DFF_PN0_ | rst_n | 1 | 1.47 |
Power and IR drop assume default switching activity.
